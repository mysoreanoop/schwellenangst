`flow/run.sh`:
```
#!/bin/bash
# OpenROAD 26Q1-2900-gdf79404cd8, Yosys 0.63+post, stock flow scripts
make -C /OpenROAD-flow-scripts/flow DESIGN_CONFIG=/design/flow/config.mk WORK_HOME=/design/flow/orfs finish
```
`flow/config.mk`:
```
export PLATFORM = sky130hd
export DESIGN_NAME = mux2
export DESIGN_NICKNAME = mux2
export VERILOG_FILES = /design/flow/design.v
export SDC_FILE = /design/flow/constraint.sdc
export NUM_CORES = 4
export LEC_CHECK = 1
export CORE_AREA = 10 10 95 95
export DIE_AREA = 0 0 105 105
```
`flow/constraint.sdc`:
```
current_design mux2

set clk_period 1.0
set clk_io_pct 0.2

create_clock -name clk0 -period $clk_period

set non_clock_inputs [all_inputs -no_clocks]
set_input_delay [expr $clk_period * $clk_io_pct] -clock clk0 $non_clock_inputs
set_output_delay [expr $clk_period * $clk_io_pct] -clock clk0 [all_outputs]
```
`flow/design.v`:
```
`timescale 1ps/1ps
module mux2_1 #(parameter delay = 50) (out, in, sel);   
	output logic out; 
	input logic [1:0]in;
	input logic sel; 
	logic seln;
	logic [1:0]x;  
	not #delay n0(seln,sel);  
	and #delay a0(x[0],in[0],seln);
	and #delay a1(x[1],in[1],sel);
	or #delay o0(out,x[0],x[1]);
endmodule 
module mux2_1_testbench(); 
	logic [1:0]in;
	logic sel; 
	logic out; 
	mux2_1 dut (.out, .in, .sel); 
	initial begin 
		sel=0; in[0]=0; in[1]=0; #10; 
		sel=0; in[0]=0; in[1]=1; #10; 
		sel=0; in[0]=1; in[1]=0; #10; 
		sel=0; in[0]=1; in[1]=1; #10; 
		sel=1; in[0]=0; in[1]=0; #10; 
		sel=1; in[0]=0; in[1]=1; #10; 
		sel=1; in[0]=1; in[1]=0; #10; 
		sel=1; in[0]=1; in[1]=1; #10; 
	end 
endmodule
module mux2(out, in0,in1, sel); 
 output logic [63:0] out; 
 input logic [63:0] in1,in0; 
 input logic  sel;
genvar i;
generate
for(i=0;i<64;i++)begin : eachMux
	mux2_1 m(out[i],{in1[i],in0[i]},sel);
	end
	endgenerate 
endmodule 
module mux2_a(out, in0,in1, sel);
 output logic[4:0] out;
 input logic [4:0] in1,in0;
 input logic  sel;
genvar i;
generate
for(i=0;i<5;i++)begin : eachMux
  mux2_1 m(out[i],{in1[i],in0[i]},sel);
  end
  endgenerate
endmodule 
```
==> flow_summary.ini <==
; yosys + openroad results
[placement]
hpwlAfterDp_mm = 5.24
postPlaceCellArea_um2 = 3040
place.port_buffers = 193
place_congestion = 0.754

[hold_path]
worstHoldStart = in0[19]
hold_class = in2out

[layout]
lay_top_count = dlygate4sd2_1
drive_gt1_frac = 0.531
area_delta_synth_final_pct = 107
mostFrequentLayoutCells = 81 x dlygate4sd2_1, 63 x mux2_4, 44 x clkdlybuf4s50_1
clkbuf_count = 0
nFillCells = 693
flops = 0
seq_area_um2 = 0
fin_util = 0.467
final_area_um2 = 3230
comb_area_um2 = 957

[die]
fp_util = 0.226
io-pin-count = 193
die_y_um = 105
die_w_um = 105
die_area_um2 = 11000
row_count = 30
core_um2 = 6910

[run]
maxCapViolations = 0
warnings = 35

[worst_setup_path]
critPathMostFrequentCell = buf_16
path_cells = buf_16 -> buf_12 -> buf_16 -> mux2_4 -> buf_6
worst-path-buf-inv = 4
cp.depth = 5
critPathLaunch = sel
cpPeakStageDelay_ps = 300
crit_arrival_ps = 1010
cp_top_family = buffers and inverters
crit_slowest_cell = mux2_4
critPathKind = in2out
endpoint_kind = output pin
required_ps = 800
crit_path_start_kind = input port
path_max_fanout = 7
crit_end = out[23]

[logic_synthesis]
yosys_area_um2 = 1560
yosysUniqueCellTypes = 5
synth_seq_share = 0
synthCells = 135
ys_cells = 135
yosysWarnings = 0
synth.avg_cell_area_um2 = 11.5
synth_area_um2 = 1560

[global_route]
antenna_found_initial = 0
grt_util_all_layers = 0.102
grt_pass1_wl_mm = 9.05
grt-ovfl-total = 0
grt_max_degree = 15
grt_pass1_vias = 1550

[final_timing]
fmax_mhz = 829
rsz0062_at_grt = true
max_slew_margin = 0.950
maxSlewViolCount = 0
period_used_share = 1.21
setup_violations = 64
hold_violations = 0
min_period_ps = 1210
setup_ws_ps = -206
whs_ps = 703
tightestPinTransition_ps = 75.1

[clock_network]
hold_buffers = 0

[route]
ant_nets = 0
wl_per_cell_um = 17.2
via_count = 1415
n_antenna_cell = 0
wirelength_mm = 6.33
drtPass1Iterations = 2
viasPerCell = 3.83
drt_first_iter_violations = 17
drc = 0

[run_status]
outcome = finished, violations left
violations = negative setup slack

[power_and_ir_drop]
power_density_nw_per_um2 = 406
ir_worst_vdd_mv = 0.187
p_leak_nw = 1.69
[Yosys cell counts]
library cell / count / area, um2
buf_4: 64 / 480
mux2_4: 60 / 901
buf_12: 6 / 120
mux2_2: 4 / 45.0
buf_6: 1 / 11.3
[per-stage QoR]
step,setup TNS (ps),setup slack [ps],std cells,total power (W)
2_1_floorplan,-4240,-75.9,135,0.000816
3_3_place_gp,-32200,-538,356,0.00130
3_5_place_dp,-32360,-544,356,0.00131
4_1_cts,-10230,-227,365,0.00123
5_1_grt,-10300,-230,369,0.00141
6_report,-9170,-206,369,0.00131
[where the power goes]
part | switching (W) | leakage, nW | internal [W] | total, W
clock | 0 | 0 | 0 | 0
combinational | 0.000283 | 1.69 | 0.00103 | 0.00131
sequential | 0 | 0 | 0 | 0
[repair_timing]
action                     4_1_cts  5_1_grt
gates resized                  312       20
gates cloned                     5        3
setup endpoints to repair       64       64
hold endpoints to repair         0        0
buffers inserted                 4        2
[cell type report]
class,count,share of cell area
well taps,96,0.0372
repair buffers,209,0.666
multi-input cells,64,0.297
[how the worst min path moves through the flow]
| stage | endpoint | cells past startpoint |
|---|---|---|
| 4_1_cts | out[53] | 3 |
| 6_report | out[19] | 3 |
| 5_1_grt | out[17] | 3 |
[worst min-delay path, stage by stage]
cell	delay (ps)
dlymetal6s2s_1	80
mux2_2	130
buf_2	90
[cells by family after synthesis]
logic type  Yosys count  share of synthesized area
mux                  64                      0.607
buf+inv              71                      0.393
[metal layers]
layer	global-route usage	wire, um
met5	0	0
met4	0	0
met3	0.0534	811
met2	0.183	3190
met1	0.111	2330
No activity file was given, so power comes from the tool's default toggle rates.
