**./config.mk**
```make
export PLATFORM = sky130hd
export DESIGN_NAME = register64
export DESIGN_NICKNAME = register64
export VERILOG_FILES = /design/flow/design.v
export SDC_FILE = /design/flow/constraint.sdc
export NUM_CORES = 4
export LEC_CHECK = 1
export CORE_UTILIZATION = 30
```
**./constraint.sdc**
```tcl
current_design register64

set clk_period 1.0
set clk_io_pct 0.2

create_clock -name clk0 -period $clk_period [get_ports {clk}]

set non_clock_inputs [all_inputs -no_clocks]
set_input_delay [expr $clk_period * $clk_io_pct] -clock clk0 $non_clock_inputs
set_output_delay [expr $clk_period * $clk_io_pct] -clock clk0 [all_outputs]
```
**./design.v**
```verilog
module D_FF (q, d, reset, clk);
 output reg q; 
 input d, reset, clk; 
 always_ff @(posedge clk) 
 if (reset) 
 q <= 0;  
 else 
 q <= d;  
endmodule 
module D_FF_en (q, d, reset, clk, e);
	output logic q; 
	input logic d, reset, clk, e; 
	logic dd;
	D_FF d0(q,dd,reset,clk);
	mux2_1 m(dd,{d,q},e);
endmodule 
`timescale 1ps/1ps
module mux2_1 #(parameter delay = 50) (out, in, sel);   
	output logic out; 
	input logic [1:0]in;
	input logic sel; 
	logic seln;
	logic [1:0]x;  
	not #delay n0(seln,sel);  
	and #delay a0(x[0],in[0],seln);
	and #delay a1(x[1],in[1],sel);
	or #delay o0(out,x[0],x[1]);
endmodule 
module mux2_1_testbench(); 
	logic [1:0]in;
	logic sel; 
	logic out; 
	mux2_1 dut (.out, .in, .sel); 
	initial begin 
		sel=0; in[0]=0; in[1]=0; #10; 
		sel=0; in[0]=0; in[1]=1; #10; 
		sel=0; in[0]=1; in[1]=0; #10; 
		sel=0; in[0]=1; in[1]=1; #10; 
		sel=1; in[0]=0; in[1]=0; #10; 
		sel=1; in[0]=0; in[1]=1; #10; 
		sel=1; in[0]=1; in[1]=0; #10; 
		sel=1; in[0]=1; in[1]=1; #10; 
	end 
endmodule
`timescale 1ps/1ps
module register64(data_out, data_in, clk, reset, e); 
	output logic [63:0] data_out; 
	input logic [63:0] data_in; 
	input logic clk; 
	input logic reset, e;
	genvar i; 
	generate 
	for(i=0; i<64; i++) begin : eachDff 
		D_FF_en dff (.q(data_out[i]), .d(data_in[i]), .reset(reset), .clk(clk), .e(e)); 
	end 
	endgenerate 
endmodule 
```
**./run.sh**
```bash
#!/bin/bash
# OpenROAD 26Q1-2900-gdf79404cd8, Yosys 0.63+post, stock flow scripts
make -C /OpenROAD-flow-scripts/flow DESIGN_CONFIG=/design/flow/config.mk WORK_HOME=/design/flow/orfs finish
```
==> results.py <==
# Flow results
metrics = {
    "die": {
        "chipHeight_um": 98.12,
        "core_um2": 8848,
        "die_w_um": 98.12,
        "rows": 34,
        "die_area_um2": 9627,
        "io_pins": 131,
        "initCoreUtil": 0.3132,
    },
    "worst_setup_path": {
        "max_stage_delay_ns": 0.32,
        "worstPathCellList": "buf_2",
        "crit_fanout": 2,
        "cp.depth": 1,
        "crit_type": "reg -> out",
        "startpoint_type": "flip-flop",
        "cp.buffers_inverters": 1,
        "endpoint_kind": "primary output",
        "r2r_cells": 3,
        "crit_arrival_ns": 0.76,
        "crit_slowest_cell": "dfxtp_2",
        "worst-endpoint-required_ns": 0.80,
        "crit_family": "flip-flops",
    },
    "sta": {
        "max_freq_mhz": 1038,
        "whs_ns": 0.2944,
        "post-route-period-util": 0.9632,
        "fin_crit_ns": 0.9632,
        "tightest_slew_ns": 0.1465,
        "setup_slack_ns": 0.03683,
        "final.setup.tns_ns": 0,
        "rsz0062_at_grt": "yes",
        "slew_headroom": 0.8996,
        "clock_skew_ns": 0,
        "drv_slew": 0,
        "hold_viol_final": 0,
        "finalSetupViolCount": 0,
    },
    "flow_run": {
        "cap_violations": 0,
        "tool_warnings": 26,
    },
    "cells_and_area": {
        "drive_above_1_share": 0.4377,
        "syn_to_final_growth_pct": 31.11,
        "fin_area_um2": 3633,
    },
    "clock_network": {
        "cts_tree": "yes",
        "htreeDepth": 3,
        "cts_root_buffer": "clkbuf_8",
        "path_clk_slew_ns": 0.07,
        "clock_latency_ns": 0.33,
        "cts_sinks": 64,
        "cts_buffer_depth": 2,
        "numCtsBuffers": 9,
    },
    "drt": {
        "num_vias": 1866,
        "viasPerCell": 4.119,
        "drcViolationCount": 0,
        "drtPass1Iterations": 23,
        "diodes": 0,
        "drt_iter0_markers": 38,
        "wire_per_inst_um": 12.28,
        "drt-total-wl_um": 5565,
        "antenna_left": 0,
    },
    "synth": {
        "ys_seq_share": 0.4623,
        "syn_inst": 270,
        "largest_area_cell": "dfxtp_1",
        "ys_cells": 270,
        "synth_cell_types": 8,
        "top_cell_area_share": 0.4623,
        "netlist_area_um2": 2771,
        "yosysChipArea_um2": 2771,
        "ys_top_cells_by_area": "dfxtp_1 46%, mux2i_1 23%, buf_4 17%",
        "ys_warn_count": 1,
        "ys.flops": 64,
        "postSynthAreaPerCell_um2": 10.26,
    },
    "pwr": {
        "leakagePower_uw": 0.001770,
        "ir_drop_mv": 0.6795,
        "total_power_uw": 5385,
        "power.density_nw_per_um2": 1482,
    },
    "global_route": {
        "grt_pass1_vias": 1844,
        "grt_pass1_wl_um": 9087,
        "grtUsageTotal": 0.1194,
        "grt_overflow": 0,
        "antenna_found_initial": 0,
        "grt_max_degree": 33,
    },
    "hold_path": {
        "hp-class": "in -> reg",
        "min_path_cells": 3,
    },
    "placed_design": {
        "io_buffer_count": 130,
        "dpl_cell_area_um2": 3691,
        "place_congestion": 0.6466,
        "place_ws_ns": -0.005011,
        "hpwl_um": 3780,
    },
    "run_status": {
        "status": "completed",
    },
}
-- cell usage after synthesis --
| cell | count |
|---|---|
| nor2_1 | 64 |
| buf_8 | 6 |
| dfxtp_1 | 64 |
| buf_4 | 64 |
| buf_6 | 1 |
| mux2i_1 | 64 |
| clkbuf_2 | 1 |
| buf_1 | 6 |
-- cell usage in the layout (no fill, tap or decap) --
cell,instances
clkbuf_8,9
buf_6,1
clkbuf_1,2
dfxtp_2,64
buf_2,64
clkinv_2,3
clkinvlp_4,1
nor2_1,64
clkdlybuf4s50_1,64
buf_12,5
mux2i_1,64
buf_4,4
-- report_power, final --
part           internal, uW  total [uW]  switching, uW
registers              2730        2790           63.0
logic                   511         764            253
clock network           874        1830            954
total                  4120        5390           1270
-- logic make-up (layout without fill, tap and decap cells) --
logic type,count (synthesis),in the layout,share of synthesized area
muxes,64,64,0.2311
buffers and inverters,78,153,0.2199
and+or+nand+nor,64,64,0.08668
DFF,64,64,0.4623
-- layer usage --
layer  GRT usage  routed length (um)  share of wire  vias to the layer above
met5           0                   0              0                        -
met4     0.01049                  60          0.011                        0
met3     0.05015                 610           0.11                        5
li1            -                   -              -                      948
met2      0.1831                2363           0.42                       78
met1      0.1669                2530           0.45                      835
-- area by class of cell --
| type | count | area, um^2 |
|---|---|---|
| Fill cell | 896 | 5215 |
| Sequential cell | 64 | 1361 |
| Clock inverter | 4 | 22.52 |
| Multi-Input combinational cell | 128 | 880.8 |
| Tap cell | 108 | 135.1 |
| Clock buffer | 11 | 131.4 |
| Timing Repair Buffer | 138 | 1102 |
-- final timing paths --
check	start	endpoint	slack, ns
max reg2reg	flip-flop	flip-flop	0.28
max	flip-flop	data_out[18]	0.04
min	reset	flip-flop	0.29
min reg2reg	flip-flop	flip-flop	0.48
-- what timing repair did --
action | 4_1_cts | 5_1_grt
gates resized | 256 | 1
hold buffers | 0 | 0
setup endpoints to repair | 64 | 23
endpoints found under the hold margin | 0 | 0
setup buffers | 1 | 2
-- stage by stage --
step	utilization	std cells
floorplan	-	270
global placement	0.4171	435
detailed placement	0.4171	435
CTS	0.4082	451
global route	0.4106	453
finish	0.4106	453
Power figures rest on the tool's default switching activity, not on a simulated workload.
