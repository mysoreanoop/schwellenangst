==> /design/flow/design.v <==
`timescale 1ps/1ps
module mux2_1 #(parameter delay = 50) (out, in, sel);   
	output logic out; 
	input logic [1:0]in;
	input logic sel; 
	logic seln;
	logic [1:0]x;  
	not #delay n0(seln,sel);  
	and #delay a0(x[0],in[0],seln);
	and #delay a1(x[1],in[1],sel);
	or #delay o0(out,x[0],x[1]);
endmodule 
module mux2_1_testbench(); 
	logic [1:0]in;
	logic sel; 
	logic out; 
	mux2_1 dut (.out, .in, .sel); 
	initial begin 
		sel=0; in[0]=0; in[1]=0; #10; 
		sel=0; in[0]=0; in[1]=1; #10; 
		sel=0; in[0]=1; in[1]=0; #10; 
		sel=0; in[0]=1; in[1]=1; #10; 
		sel=1; in[0]=0; in[1]=0; #10; 
		sel=1; in[0]=0; in[1]=1; #10; 
		sel=1; in[0]=1; in[1]=0; #10; 
		sel=1; in[0]=1; in[1]=1; #10; 
	end 
endmodule
`timescale 1ps/1ps
module mux4_1 (out, in ,sel); 
	output logic out; 
	input logic [3:0] in; 
	input logic [1:0]sel;
	logic [1:0]x; 
	mux2_1 m0(.out(x[0]),.in(in[1:0]),.sel(sel[0]));
	mux2_1 m1(.out(x[1]),.in(in[3:2]),.sel(sel[0])); 
	mux2_1 m2(.out(out), .in(x), .sel(sel[1])); 
endmodule 
module mux4_1_testbench(); 
	logic [3:0] in;
	logic [1:0] sel; 
	logic out; 
	mux4_1 dut (.out, .in, .sel); 
	integer i; 
	initial
		for(i=0; i<64; i++) begin 
			{sel,in} = i; #10; 
		end 
endmodule 
module mux4(out, in0,in1,in2,in3, sel); 
 output logic [63:0] out; 
 input logic [63:0] in1,in0,in2,in3; 
 input logic [1:0] sel;
genvar i;
generate
for(i=0;i<64;i++)begin : eachMux
	mux4_1 m(out[i],{in3[i],in2[i],in1[i],in0[i]},sel);
	end
	endgenerate 
endmodule 
==> /design/flow/run.sh <==
#!/bin/bash
# OpenROAD 26Q1-2900-gdf79404cd8, Yosys 0.63+post, stock flow scripts
make -C /OpenROAD-flow-scripts/flow DESIGN_CONFIG=/design/flow/config.mk WORK_HOME=/design/flow/orfs finish
==> /design/flow/config.mk <==
export PLATFORM = sky130hd
export DESIGN_NAME = mux4
export DESIGN_NICKNAME = mux4
export VERILOG_FILES = /design/flow/design.v
export SDC_FILE = /design/flow/constraint.sdc
export NUM_CORES = 4
export LEC_CHECK = 1
export CORE_AREA = 10 10 131 131
export DIE_AREA = 0 0 141 141
==> /design/flow/constraint.sdc <==
current_design mux4

set clk_period 1.5
set clk_io_pct 0.2

create_clock -name clk0 -period $clk_period

set non_clock_inputs [all_inputs -no_clocks]
set_input_delay [expr $clk_period * $clk_io_pct] -clock clk0 $non_clock_inputs
set_output_delay [expr $clk_period * $clk_io_pct] -clock clk0 [all_outputs]
==> run_results.csv <==
group,metric,value,unit
yosys,top_cells_by_count,"buf_4 (64), mux4_2 (60), buf_12 (6), buf_2 (6), mux4_1 (4)",
finish,regArea,0,sq um
yosys,largest_area_cell,"mux4_2",
worst_setup_path,cp.arrival,1310,ps
yosys,yosys_warnings,0,
yosys,syn-cell-area,0.00210,sq mm
cts,cts_hold_buffers,0,
global_routing,overflow,0,
routing,drc,0,
worst_setup_path,required,1200,ps
finish,final_area,0.00489,sq mm
global_routing,grt_pass1_vias,2791,
timing,layout_setup_ws,-107,ps
pwr,ir_drop,0.000137,V
global_routing,grt_max_degree,34,
hold_path,holdCritPathClass,"primary input to output pin",
routing,drt_iter0_drc,48,
yosys,synth_cell_types,7,
finish,nClkBuffers,0,
timing,worst_pin_slew,200,ps
timing,hold_viol,0,
pwr,p_per_area,246,mW/mm^2
routing,routedWlPerCell,21.3,um
placement,place.gp.congestion,0.901,
worst_setup_path,worstSetupEndpointType,"output pin",
routing,vias_per_cell,4.09,
timing,setup-violations-final,35,
global_routing,grt_first_pass_wirelength,18.2,mm
floorplanning,io_pins,322,
yosys,synth_seq_share,0,%
pwr,power_leakage,2.38,nW
floorplanning,die_w,141,um
job,max_cap_viol_count,0,
timing,rsz0062_at_grt,"true",
worst_setup_path,cp-start-kind,"primary input",
finish,nFillCells,1503,
yosys,avgSynthCellArea,14.8,sq um
routing,drt-total-wl,12.7,mm
yosys,ys_cells,142,
floorplanning,rows,44,
finish,flop-count,0,
floorplanning,fp_util,14.6,%
timing,fin_crit,1610,ps
timing,fin_tns_setup,-2380,ps
yosys,top_cells_by_area,"mux4_2 (64%), buf_4 (23%), buf_12 (5.7%)",
timing,drv_slew,0,
global_routing,antenna_found_initial,3,
worst_setup_path,crit_type,"primary input to output pin",
yosys,synth_cells,142,
finish,drive_gt1_share,37.4,%
worst_setup_path,cp_max_fo,1,
yosys,yosysChipArea,0.00210,sq mm
timing,finalClockPeriodUsage,107,%
finish,areaGrowthSynthToFinish,133,%
timing,fmaxAchievable,0.622,GHz
yosys,yosys.area.top_type_share,64.2,%
routing,via_count,2432,
status,outcome,"complete, but fails checks",
global_routing,grt_use_total,12.0,%
floorplanning,die_h,141,um
routing,dr.pass1.iters,5,
timing,maxSlewHeadroom,86.7,%
routing,ant_nets,0,
yosys,synth.most_common_cell,"buf_4",
floorplanning,core_area,0.0144,sq mm
placement,io_buffers,322,
placement,place_area,0.00500,sq mm
job,warnings,34,
placement,dpl.hpwl,11.0,mm
floorplanning,die_area,0.0199,sq mm
status,violations,"negative setup slack",
-- metal layers --
layer	up-vias	wire length (um)	part of all wire [%]	track usage, %
li1	1082	-	-	-
met1	1162	4730	37	14.3
met2	188	6310	50	20.5
met3	0	1620	13	5.66
met4	0	0	0	0
met5	-	0	0	0
-- cell type report --
class | instances | area (sq um) | area share, %
Antenna cell | 1 | 2.50 | 0.0512
Multi-Input combinational cell | 64 | 1440 | 29.5
Timing Repair Buffer | 345 | 3220 | 65.8
Tap cell | 184 | 230 | 4.71
-- where the power goes --
| group | internal, mW | switching (mW) | leakage, nW | total (mW) |
|---|---|---|---|---|
| registers | 0 | 0 | 0 | 0 |
| clock network | 0.0000000890 | 0 | 0.00000634 | 0.0000000891 |
| logic | 0.905 | 0.296 | 2.38 | 1.20 |
| total | 0.905 | 0.296 | 2.38 | 1.20 |
-- metrics by stage --
step	hold slack [ps]	total power, mW	cells	setup WS (ps)	util, %
4_1_cts	1090	1.27	596	-182	33.9
3_3_place_gp	1470	1.44	577	-500	34.7
2_1_floorplan	873	0.612	142	12.4	-
3_5_place_dp	1480	1.45	577	-504	34.7
6_report	980	1.20	594	-107	33.9
5_1_grt	1010	1.30	594	-133	33.9
-- layout by cell type (no fill, tap or decap) --
cell / n
buf_4: 2
clkdlybuf4s50_1: 65
buf_12: 8
diode_2: 1
dlygate4sd2_1: 161
buf_16: 7
dlymetal6s2s_1: 30
mux4_2: 64
buf_6: 7
buf_2: 64
buf_8: 1
-- path summary, 6_finish.rpt --
| check | start | end | slack [ps] | cells past startpoint |
|---|---|---|---|---|
| max | in1[20] | out[20] | -110 | 3 |
| min | in3[8] | out[8] | 980 | 3 |
-- critical path, cell delays in order --
cell and delay, ps:
clkdlybuf4s50_1 420, mux4_2 460, buf_2 130
-- cell families after synthesis --
logic type  Yosys count  share of synthesized area, %
mux                  64                          69.2
buf+inv              78                          30.8
-- repair_timing --
| item | in CTS | in global routing |
|---|---|---|
| cloned | 7 | 0 |
| hold endpoints to repair | 0 | 0 |
| gates resized | 394 | 30 |
| endpoints found under the setup margin | 64 | 57 |
| setup buffers | 12 | 0 |
No activity file was given, so power comes from the tool's default toggle rates.
